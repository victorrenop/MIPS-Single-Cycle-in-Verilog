$ cat flow/config.mk
export PLATFORM = sky130hd
export DESIGN_NAME = ProgramCounter
export DESIGN_NICKNAME = ProgramCounter
export VERILOG_FILES = /design/flow/design.v
export SDC_FILE = /design/flow/constraint.sdc
export NUM_CORES = 4
export LEC_CHECK = 1
export CORE_UTILIZATION = 30
$ cat flow/constraint.sdc
current_design ProgramCounter

set clk_period 7.7
set clk_io_pct 0.2

create_clock -name clk0 -period $clk_period [get_ports {clock}]

set non_clock_inputs [all_inputs -no_clocks]
set_input_delay [expr $clk_period * $clk_io_pct] -clock clk0 $non_clock_inputs
set_output_delay [expr $clk_period * $clk_io_pct] -clock clk0 [all_outputs]
$ cat flow/design.v
module ProgramCounter #(parameter DATA_WIDTH=32, parameter NPROCESS=2)
(clock, reset, halt, adressIn, adressOut, PCSrc, zero, Jmp, Jr, Jal, mJr, changeSource, ReadpId, changePC, add, processPC, itrr);
	input clock, reset, halt, PCSrc, zero, Jmp, Jr, Jal, changeSource, changePC, itrr;
	input [(DATA_WIDTH-1):0] adressIn, mJr, ReadpId;
	output[(DATA_WIDTH-1):0] adressOut, processPC;
	reg [(DATA_WIDTH-1):0] PCVector[(NPROCESS-1):0];
	wire [(DATA_WIDTH-1):0] pcInc, pcIncB;  
	input add;
	always @(posedge clock)
		begin
			if( changePC )
				PCVector[1] <= adressIn;
			if (changeSource || reset )
				begin
					PCVector[add] <= 0;
				end
			else if (halt)
				begin
				end
			else if ((PCSrc && zero) || Jmp || Jr || Jal)
				begin
					PCVector[add] <= mJr;
				end
			else
				PCVector[add] <= mJr + 1;
		end
	assign adressOut = PCVector[add];
	assign processPC = PCVector[1];
endmodule 
$ cat flow/run.sh
#!/bin/bash
# OpenROAD 26Q1-2900-gdf79404cd8, Yosys 0.63+post, stock flow scripts
make -C /OpenROAD-flow-scripts/flow DESIGN_CONFIG=/design/flow/config.mk WORK_HOME=/design/flow/orfs finish
==> results.sh <==
# source this file to load flow results
export IMPL_grt_pass1_wl_um=14500
export IMPL_ys_cells=307
export IMPL_critPathLaunchType="primary input"
export IMPL_cts_max_level=3
export IMPL_place_inst=575
export IMPL_drtIter0Drc=102
export IMPL_die_h_um=110
export IMPL_postSynthSeqShare_pct=55.2
export IMPL_die_area_um2=12100
export IMPL_dpl_cell_area_um2=5030
export IMPL_io_buffer_count=138
export IMPL_instances_no_fill=589
export IMPL_clkSinkCount=64
export IMPL_via_count=2840
export IMPL_post_cts_buffers=0
export IMPL_top_area_share_pct=55.2
export IMPL_crit_chain="buf_2 > buf_4 > mux2_2 > clkdlybuf4s50_1"
export IMPL_antenna_found_initial=0
export IMPL_critPathRequiredTime_ps=6160
export IMPL_grt_max_degree=35
export IMPL_cts_buffer_depth=2
export IMPL_power_share_clock_pct=36.0
export IMPL_max_stage_delay_ps=430
export IMPL_gp_congestion=0.773
export IMPL_slowest_stage="buf_4"
export IMPL_grtUsageTotal_pct=16.9
export IMPL_slew_viol_final=0
export IMPL_setup_violations=0
export IMPL_dp_hpwl_um=6260
export IMPL_critPathArrivalTime_ps=2890
export IMPL_worst_pin_slew_ps=738
export IMPL_die_w_um=110
export IMPL_cp_top_family="buffers and inverters"
export IMPL_wl_per_cell_um=15.9
export IMPL_worstPathMaxFanout=34
export IMPL_regMostFlops="PCVector"
export IMPL_p_leak_nw=1.84
export IMPL_power_switching_mw=0.206
export IMPL_yosysChipArea_um2=3480
export IMPL_n_antenna_cell=0
export IMPL_worst_setup_path_type="primary input to output port"
export IMPL_design_area_um2=5280
export IMPL_hold_path_depth=3
export IMPL_synth_area_per_cell_um2=11.4
export IMPL_yosysUniqueCellTypes=29
export IMPL_tns_ps=0
export IMPL_path_clk_slew_ps=50
export IMPL_irDropWorstVdd_uv=78.7
export IMPL_via_per_inst=4.82
export IMPL_n_fill_cell=992
export IMPL_status="finished, final reports clean"
export IMPL_regArea_um2=1920
export IMPL_cp_buffers_inverters=3
export IMPL_largest_register_ffs=64
export IMPL_mi_logic_area_um2=1490
export IMPL_lay_top_count="clkdlybuf4s50_1"
export IMPL_drv_cap=0
export IMPL_design_core_area_um2=11100
export IMPL_cts_resized=0
export IMPL_p_seq_share_pct=44.9
export IMPL_cts_tree="yes"
export IMPL_drc_errors=0
export IMPL_yosys_warnings=1
export IMPL_first_pass_iters=5
export IMPL_rows=38
export IMPL_drive_gt1_share_pct=14.7
export IMPL_path_depth=4
export IMPL_relSlewSlack_pct=50.7
export IMPL_timing_final_crit_share_pct=57.6
export IMPL_swShare_pct=21.3
export IMPL_reg_top3="PCVector (64)"
export IMPL_netlist_instances=307
export IMPL_rsz0062_at_grt="false"
export IMPL_synth_area_um2=3480
export IMPL_warnings=58
export IMPL_cell_internal_pwr_mw=0.760
export IMPL_end_kind="output port"
export IMPL_ys_top_cells_by_area="edfxtp_1 55%, mux2_2 12%, xor2_1 6.0%"
export IMPL_fp_util_pct=31.5
export IMPL_period_minus_slack_ps=4430
export IMPL_ioPinCount=172
export IMPL_routed_wl_um=9370
export IMPL_largest_area_cell="edfxtp_1"
export IMPL_ys_ff=64
export IMPL_hold_buffers=0
export IMPL_antenna_left=0
export IMPL_cts_buffers=9
export IMPL_hp_class="primary input to register"
export IMPL_hold_viol_final=0
export IMPL_fmax_ghz=0.226
export IMPL_comb_power_share_pct=19.2
export IMPL_lay_top_cells="137 x clkdlybuf4s50_1, 64 x edfxtp_1, 38 x mux2_2, 38 x nand2_1, 36 x nor2_1"
export IMPL_first_global_vias=2829
export IMPL_clock_root_buffer="clkbuf_16"
export IMPL_p_per_area_nw_per_um2=183
export IMPL_overflow=0
export IMPL_syn_to_final_growth_pct=51.5
-- final cells by class --
class,count,area share [%]
Clock buffer,10,4.34
Timing Repair Buffer,144,26.9
Inverter,4,0.284
Tap cell,140,3.32
Sequential cell,64,36.4
Multi-Input combinational cell,223,28.3
Clock inverter,4,0.450
-- Yosys cell counts --
cell,count
a2111o_1,1
a21oi_1,2
nand3_1,15
o31ai_1,1
xor2_1,24
nand2_1,38
nor4_2,2
nand4_1,16
nor2_1,36
buf_1,1
or2_2,1
and3_1,5
nor4_1,3
o21ai_1,10
mux2_2,38
nor2_2,1
buf_6,1
inv_1,4
o21ai_0,15
buf_2,1
nor3_4,2
or3_1,1
ha_1,1
nand2b_1,1
a2111oi_2,1
edfxtp_1,64
xnor2_1,7
clkbuf_1,13
and2_1,2
-- power by group through the flow --
stage         Sequential, mW  Clock, mW  Combinational (mW)
CTS                    0.434      0.356               0.188
global route           0.438      0.374               0.204
finish                 0.434      0.347               0.185
-- worst min-delay path, cell delays in order --
cell and delay, ps:
clkdlybuf4s50_1 450, nand2_1 40, o21ai_0 60
-- cells by family (layout without fill, tap and decap cells) --
logic type	after synthesis	after routing	share of synthesized area, %
AOI/OAI and AO/OA	30	30	4.85
and+or+nand+nor	123	123	17.2
xor gates and xnor gates	31	31	7.79
adders and majority gates	1	1	0.359
muxes	38	38	12.3
buffers and inverters	20	162	2.41
DFF	64	64	55.2
-- path summary, 6_finish.rpt --
check | start | endpoint | slack (ps)
worst min-delay path | adressIn[26] | PCVector[1][26] | 1880
worst max-delay path | add | adressOut[21] | 3270
-- per-layer routing --
metal / wire (µm) / global-route usage (%)
met5: 0 / 0
met4: 81 / 1.71
met2: 4350 / 26.1
met1: 4270 / 25.3
met3: 658 / 5.56
-- per-stage QoR --
stage          worst slack (ps)  hold slack (ps)  power, mW  utilization (%)
2_1_floorplan              3710             1730      0.488                -
3_3_place_gp               3240             2200      0.628             45.4
3_5_place_dp               3240             2200      0.627             45.4
4_1_cts                    3240             1870      0.978             47.7
5_1_grt                    3190             1870       1.02             47.7
6_report                   3270             1880      0.966             47.7
Power figures rest on the tool's default switching activity, not on a simulated workload.
