==> /design/flow/design.v <==
module BufferBank #(parameter DATA_WIDTH=32, parameter ADDR_WIDTH=32)
(WriteData, clock, readpId, writepId, rpId, rwritepId, setProcess, TransfBuffer, bufferData, bw); 
	input signed [(DATA_WIDTH-1):0] WriteData, bufferData;
	input clock, bw;
	input [1:0] setProcess;
	output [(DATA_WIDTH-1):0] readpId, writepId, rpId, rwritepId;
	reg [(DATA_WIDTH-1):0] ReadProcessId;
	reg [(DATA_WIDTH-1):0] WriteProcessId;
	output reg [(DATA_WIDTH-1):0] TransfBuffer;
	initial
	begin: INIT
		ReadProcessId <= 0; 
		WriteProcessId <= 0;
		TransfBuffer <= 0;
	end
	always @(posedge clock)
	begin
		if( bw )
			TransfBuffer <= bufferData;
		else if( setProcess == 2'b01 )
			ReadProcessId <= WriteData;
		else if( setProcess == 2'b10 )
			WriteProcessId <= WriteData;
		else
		begin
		end
	end
	assign readpId = ReadProcessId;
	assign writepId = WriteProcessId;
	assign rpId = ReadProcessId > 0 ? 1 : 0;
	assign rwritepId = WriteProcessId > 0 ? 1 : 0;
endmodule 
==> /design/flow/run.sh <==
#!/bin/bash
# OpenROAD 26Q1-2900-gdf79404cd8, Yosys 0.63+post, stock flow scripts
make -C /OpenROAD-flow-scripts/flow DESIGN_CONFIG=/design/flow/config.mk WORK_HOME=/design/flow/orfs finish
==> /design/flow/config.mk <==
export PLATFORM = sky130hd
export DESIGN_NAME = BufferBank
export DESIGN_NICKNAME = BufferBank
export VERILOG_FILES = /design/flow/design.v
export SDC_FILE = /design/flow/constraint.sdc
export NUM_CORES = 4
export LEC_CHECK = 1
export CORE_UTILIZATION = 30
==> /design/flow/constraint.sdc <==
current_design BufferBank

set clk_period 4.4
set clk_io_pct 0.2

create_clock -name clk0 -period $clk_period [get_ports {clock}]

set non_clock_inputs [all_inputs -no_clocks]
set_input_delay [expr $clk_period * $clk_io_pct] -clock clk0 $non_clock_inputs
set_output_delay [expr $clk_period * $clk_io_pct] -clock clk0 [all_outputs]
==> GITHUB_STEP_SUMMARY <==
### Flow metrics

| Metric | Value |
|---|---|
| Placed cell area | `5140 um2` |
| Max rail drop VDD | `0.000160 V` |
| Syn_area_per_cell | `19.2 um2` |
| Post-route ant nets | `0` |
| Finish-stage setup viols | `0` |
| Setup ws final | `1580 ps` |
| NetSw | `0.373 mW` |
| Vias in the first global route | `1967` |
| Sequential area share after synthesis | `0.820` |
| DIE HEIGHT | `110 um` |
| First-pass GRT wire length | `9.96 mm` |
| Sw Ratio | `0.191` |
| CTS Buf Count | `9` |
| CP Capture Type | `output port` |
| Dpl hpwl | `5.68 mm` |
| Cell Type Count | `8` |
| Main area contributors | `edfxtp_1 (82%), buf_4 (13%), nor4_1 (2.5%), nand4_1 (0.71%), nor4_2 (0.71%)` |
| Clock power frac | `0.357` |
| CP Cell Sequence | `nor4_1 > nand4_1 > or2_1 > clkdlybuf4s50_1` |
| FP Rows | `39` |
| Sequential share of power | `0.556` |
| Synth Instances | `183` |
| Combinational share of power | `0.087` |
| Via count | `2014` |
| CTS clk-pin slew, worst paths | `70 ps` |
| Final Hold Slack | `1100 ps` |
| Full die area | `12200 um2` |
| Post-CTS resize count | `0` |
| DRC | `0` |
| Area reported by Yosys stat | `3520 um2` |
| Post-CTS Setup Inserts | `0` |
| Crit path DRT | `3520 ps` |
| Leakage | `1.90 nW` |
| Die width | `110 um` |
| H-tree levels | `3` |
| Number of enable flip-flop cells | `96` |
| DR vias/cell | `3.96` |
| Unrepaired setup endpoints after global routing | `false` |
| Worst Hold Class | `input port to flop` |
| Cell Pwr Density | `361 nW/um2` |
| OpenROAD warnings | `25` |
| Total core area | `11400 um2` |
| Largest net degree at the start of global routing | `35` |
| Area Overhead vs Synth | `54.0%` |
| Total grt overflow | `0` |
| DR pass1 iterations | `4` |
| Layout cell share with drive strength beyond 1 | `0.0574` |
| Register area | `2880 um2` |
| Logic area | `408 um2` |
| Minimum clock period | `2820 ps` |
| Post-synth ARST share | `0` |
| TritonCTS clock tree | `done` |
| CP Max Fanout | `2` |
| Outcome | `finished clean` |
| Predominant post-synthesis flop cell | `edfxtp_1` |
| Crit-path slowest cell | `clkdlybuf4s50_1` |
| CTS Hold Bufs | `0` |
| Crit path DAT | `1940 ps` |
| Final Cycle Share | `0.641` |
| Global placer's final weighted congestion | `0.752` |
| Most frequently used cell type in the post-synthesis netlist | `edfxtp_1` |
| Synthesized registers | `96` |
| Post-Layout Cell Count | `509` |
| Port Buffers | `165` |
| Synthesized cell area | `3520 um2` |
| Antenna diode count | `0` |
| Post-synth top area cell | `edfxtp_1` |
| Slew Limit Fails | `0` |
| Init Core Util | `0.308` |
| Total Wirelength | `7.28 mm` |
| Yosys Instances | `183` |
| Critical Path Start Type | `flop` |
| Initial antenna violation count | `0` |
| Highest cell delay on the worst timing path | `410 ps` |
| Critical path class | `flop to output port` |
| CTS Root Cell | `clkbuf_16` |
| Overall global routing resource usage | `0.120` |
| Total negative slack | `0 ps` |
| Worst slack, placed | `1840 ps` |
| Final hold vios | `0` |
| Io pins | `228` |
| Filler instances | `998` |
| Internal | `1.58 mW` |
| Wire per inst | `14.3 um` |
| Synth top cells by count | `edfxtp_1 (96), buf_4 (62), nor4_1 (14)` |
| Fmax | `354 MHz` |
| Max Cap Viol | `0` |
| DRT iter0 DRCs | `44` |
| Clock sink count | `96` |
| Placed insts | `493` |
| Final instance area | `5420 um2` |
| Yosys warns | `1` |
| Dominant cell area share | `0.820` |
| Clock Path Buffers | `2` |
[critical path, delay by kind of cell, from the launching register on]
kind / cells / cell delay [ps]
flops: 1 / 400
simple gates: 3 / 790
buf+inv: 1 / 410
[final cells by class]
type	instances	share of cell area
Sequential cell	96	0.532
Timing Repair Buffer	168	0.309
Multi-Input combinational cell	86	0.0753
Clock buffer	10	0.0423
Tap cell	143	0.0330
Clock inverter	6	0.00809
[worst paths after layout]
kind	from	endpoint	slack, ps	depth (start not counted)
hold / removal	bufferData[5]	TransfBuffer[5]	1100	1
setup / recovery	ReadProcessId[7]	rpId[0]	1580	4
[cell families (layout without fill, tap and decap cells)]
kind of cell  count (synthesis)  count (layout)  synth area share
buf+inv                      62             184             0.132
other cells                   1              62           0.00107
simple gates                 24              24            0.0470
flops                        96              96             0.820
[layout by cell type (no fill, tap or decap)]
| cell | n |
|---|---|
| buf_4 | 3 |
| clkbuf_1 | 1 |
| clkbuf_16 | 9 |
| clkdlybuf4s50_1 | 165 |
| clkinv_1 | 1 |
| clkinv_4 | 1 |
| clkinvlp_4 | 3 |
| conb_1 | 62 |
| edfxtp_1 | 96 |
| inv_6 | 1 |
| nand4_1 | 4 |
| nor3b_2 | 2 |
| nor4_1 | 14 |
| nor4_2 | 2 |
| or2_1 | 2 |
[power groups by stage]
| stage | Sequential (mW) | Clock (mW) | Combinational, mW |
|---|---|---|---|
| 4_1_cts | 1.09 | 0.723 | 0.175 |
| 5_1_grt | 1.09 | 0.761 | 0.189 |
| 6_report | 1.09 | 0.698 | 0.171 |
[per-layer routing]
layer,routed length [um],share of wire,GRT usage,vias to the layer above
met5,0,0,0,-
met4,77,0.011,0.0132,0
met3,1130,0.16,0.0719,6
met2,3570,0.49,0.186,149
met1,2500,0.34,0.155,933
li1,-,-,-,926
[registers in the layout, indices dropped and copies added (netlist names)]
signal and count:
ReadProcessId 32, WriteProcessId 32, TransfBuffer 32
[per-stage QoR]
stage	total power [mW]	utilization
after global routing	2.04	0.474
after floorplan	1.14	-
after CTS	1.99	0.474
after detailed placement	1.28	0.450
after global placement	1.28	0.450
final	1.96	0.474
No activity file was given, so power comes from the tool's default toggle rates.
