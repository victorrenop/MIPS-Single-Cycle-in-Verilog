### flow/run.sh
#!/bin/bash
# OpenROAD 26Q1-2900-gdf79404cd8, Yosys 0.63+post, stock flow scripts
make -C /OpenROAD-flow-scripts/flow DESIGN_CONFIG=/design/flow/config.mk WORK_HOME=/design/flow/orfs finish
### flow/config.mk
export PLATFORM = sky130hd
export DESIGN_NAME = BIOS
export DESIGN_NICKNAME = BIOS
export VERILOG_FILES = /design/flow/design.v
export SDC_FILE = /design/flow/constraint.sdc
export NUM_CORES = 4
export LEC_CHECK = 1
export CORE_AREA = 10 10 84 84
export DIE_AREA = 0 0 94 94
export SYNTH_MEMORY_MAX_BITS = 65536
### flow/constraint.sdc
current_design BIOS

set clk_period 2.1
set clk_io_pct 0.2

create_clock -name clk0 -period $clk_period [get_ports {autoclock}]

set non_clock_inputs [all_inputs -no_clocks]
set_input_delay [expr $clk_period * $clk_io_pct] -clock clk0 $non_clock_inputs
set_output_delay [expr $clk_period * $clk_io_pct] -clock clk0 [all_outputs]
### flow/design.v
module BIOS #(parameter DATA_WIDTH=32, parameter ADDR_WIDTH=400)
( address, instOut, clock, autoclock, rst );
		input [(DATA_WIDTH-1):0] address;
		input clock, autoclock,rst;
		output reg [(DATA_WIDTH-1):0] instOut;
		reg [(DATA_WIDTH-1):0] mem [ADDR_WIDTH-1:0];
		initial
		begin : INIT
			mem[0] = 32'b00000000000000000000000000000000;
			mem[1] = 32'b00111000000000000000000000000010;
			mem[2] = 32'b00110000000000010000000000000000;
			mem[3] = 32'b10011000001000000000000000000000;
			mem[4] = 32'b01111100000000010000000000000000;
			mem[5] = 32'b00110100000000010000000000000000;
			mem[6] = 32'b10000000000000000000000000000000;
			mem[7] = 32'b00101100000000010000000000000000;
			mem[8] = 32'b00001100001001000000000000000000;
			mem[9] = 32'b00110000000000010000000000000011;
			mem[10] = 32'b00001100001000100000000000000000;
			mem[11] = 32'b00001100100000110000000000000000;
			mem[12] = 32'b00011000011000100000100000000000;
			mem[13] = 32'b00110100000000010000000000000000;
			mem[14] = 32'b10000000000000000000000000000000;
			mem[15] = 32'b00110000000000010000000000000000;
			mem[16] = 32'b00110100000000010000000000000000;
			mem[17] = 32'b00101100000000010000000000000000;
			mem[18] = 32'b00001100001001000000000000000000;
			mem[19] = 32'b00110000000000010000011101011000;
			mem[20] = 32'b00001100001000100000000000000000;
			mem[21] = 32'b00001100100000110000000000000000;
			mem[22] = 32'b01110000011000100000000000100111;
			mem[23] = 32'b00110000000000010000000000000000;
			mem[24] = 32'b00001100001000100000000000000000;
			mem[25] = 32'b00101100000000010000000000000000;
			mem[26] = 32'b00001100001000110000000000000000;
			mem[27] = 32'b00110000000000010000000000000000;
			mem[28] = 32'b10010100000000010000000000000000;
			mem[29] = 32'b10001000011000100000000000000000;
			mem[30] = 32'b10010100000000000000000000000000;
			mem[31] = 32'b00101100000000010000000000000000;
			mem[32] = 32'b00001100001001000000000000000000;
			mem[33] = 32'b00110000000000010000000000000001;
			mem[34] = 32'b00001100001000100000000000000000;
			mem[35] = 32'b00001100100000110000000000000000;
			mem[36] = 32'b00001000011000100000100000000000;
			mem[37] = 32'b00110100000000010000000000000000;
			mem[38] = 32'b00111000000000000000000000010001;
			mem[39] = 32'b10000000000000000000000000000000;
			mem[40] = 32'b10010000000000000000000000000000;
		end 
		always @( posedge autoclock )
		begin
			instOut <= mem[address];
		end
endmodule 
==> flow_summary_export.csv <==
group,metric,value,unit
outcome,status,"finished clean",
yosys,synthTopCellsByArea,"dfxtp_1, buf_4, ha_1, a21oi_1, nand2b_1",
yosys,postSynthSeqShare,27.9,%
clock_tree,cts_hold_buf,0,
layout,fillCellCount,565,
placed_design,port_buffers,29,
placed_design,hpwl,2.66,mm
sta,fin_crit,2.04,ns
power_and_ir_drop,powerDensity,491,nW/um^2
layout,drive_gt1_share,20.7,%
clock_tree,clkSinkCount,18,
power_and_ir_drop,p_switching,226,uW
drt,wl_per_cell,12.7,microns
placed_design,gp_congestion,0.959,
layout,largest_reg_flops,18,
layout,regMostFlops,"instOut",
drt,vias,1196,
power_and_ir_drop,seqPwrFrac,41.1,%
layout,stdcell_count,268,
drt,drc,0,
global_route,grt_usage,7.70,%
global_route,grt_max_degree,21,
sta,slew_viol_final,0,
power_and_ir_drop,power,895,uW
clock_tree,cts_tree,"built",
drt,dr.pass1.iters,4,
clock_tree,cts_root_buf,"clkbuf_8",
run,warnings,60,
yosys,top_area_cell,"dfxtp_1",
die,core_area,5200,sq um
power_and_ir_drop,p_sw_share,25.2,%
layout,largestRegisters,"instOut (18)",
power_and_ir_drop,p_clk_share,30.6,%
setup_path,cp_data_arrival_time,2.17,ns
setup_path,path_max_fanout,2,
clock_tree,cts_setup_buffers,0,
setup_path,cp.required,2.23,ns
yosys,syn_inst,157,
sta,setup_viol,0,
placed_design,place_inst,264,
sta,fin_hold_ws,0.749,ns
run,drv_cap,0,
layout,area_growth,41.4,%
die,die_y,94,microns
yosys,synthTopCellsByCount,"dfxtp_1, a21oi_1, buf_4",
clock_tree,cts.htree.levels,1,
global_route,overflow,0,
yosys,synth_area,1290,sq um
placed_design,place_area,1730,sq um
clock_tree,ctsLongestPathBuffers,2,
drt,diodes,0,
min_path,min_path_type,"input port to flip-flop",
die,io_pins,67,
drt,via_per_inst,4.46,
sta,worstMarginPinSlew,0.605,ns
die,fp_util,24.8,%
yosys,ys.warnings.count,1,
drt,drt-initial-drc-count,58,
global_route,antenna_found_initial,0,
die,rows,26,
power_and_ir_drop,power_frac_comb,28.3,%
die,die_w,94,microns
setup_path,start_kind,"input port",
global_route,grt_pass1_vias,1161,
global_route,grt_pass1_wl,5.73,mm
sta,period_used_share,97.3,%
yosys,async_flop_share,0,%
sta,maxSlewHeadroom,59.6,%
yosys,top_area_share,27.9,%
sta,setup_tns,0,ns
sta,finalHoldViolations,0,
yosys,synth-main-ff-cell,"dfxtp_1",
power_and_ir_drop,power.internal,669,uW
drt,drt_wl_total,3.41,mm
clock_tree,clk_pin_slew,0.07,ns
sta,fmax,490,MHz
layout,final_area,1820,sq um
power_and_ir_drop,ir_drop,0.000196,V
yosys,top_cell,"dfxtp_1",
power_and_ir_drop,leakagePower,0.000738,uW
yosys,ys_ff,18,
yosys,yosys_cells,157,
setup_path,end_kind,"flip-flop",
die,chip_area,8840,sq um
yosys,ys_types,40,
yosys,synth-edff-count,0,
yosys,syn-mean-instance-area,8.22,sq um
drt,ant_nets,0,
setup_path,crit_type,"input port to flip-flop",
clock_tree,numCtsBuffers,3,
yosys,ys_chip_area,1290,sq um
what timing repair did:
| action | CTS | global route |
|---|---|---|
| endpoints found under the setup margin | 1 | 4 |
| resized | 1 | 6 |
| pin swaps | 0 | 1 |
worst paths after layout:
path	from	endpoint	slack (ns)	cells past startpoint
max	address[1]	instOut[28]	0.06	7
min	address[0]	instOut[27]	0.75	5
logic make-up (layout without fill, tap and decap cells):
logic type               Yosys count  after routing  synth area share, %
adder cells (fa/ha/maj)            8              8                 7.76
flip-flops                        18             18                 27.9
multiplexers                       7              7                 8.83
buffers and inverters             29             62                 13.2
other                              1              9                0.291
AND-OR/OR-AND                     43             43                 21.9
AND/OR/NAND/NOR                   51             51                 20.1
placed cells by master, fill, tap and decap left out, drive strengths merged:
| cell type | instances |
|---|---|
| o21ai | 5 |
| nor3b | 1 |
| o2111ai | 2 |
| o211a | 1 |
| nand2b | 10 |
| nor3 | 2 |
| nand3 | 4 |
| nand3b | 1 |
| o31a | 1 |
| mux4 | 3 |
| or2 | 2 |
| a221oi | 1 |
| nor2b | 7 |
| a221o | 1 |
| clkdlybuf4s50 | 28 |
| nor4b | 1 |
| dlymetal6s2s | 1 |
| a22oi | 2 |
| mux2i | 2 |
| a21oi | 15 |
| dfxtp | 18 |
| a21o | 1 |
| o22a | 1 |
| o21a | 1 |
| buf | 26 |
| inv | 3 |
| nand2 | 12 |
| nor2 | 11 |
| conb | 9 |
| o22ai | 4 |
| a311oi | 1 |
| a2111oi | 2 |
| a31oi | 1 |
| clkbuf | 4 |
| ha | 8 |
| mux2 | 2 |
| o211ai | 4 |
worst max-delay path, cell delays in order:
cell,delay (ns)
clkdlybuf4s50_1,0.47
inv_1,0.06
ha_1,0.29
inv_1,0.05
mux4_2,0.49
a2111oi_4,0.30
a31oi_1,0.08
area by class of cell:
| cell class | instances | area (sq um) | share of cell area (%) |
|---|---|---|---|
| clock buffers | 4 | 55.1 | 3.02 |
| inverters | 3 | 11.3 | 0.617 |
| flip-flops and latches | 18 | 360 | 19.8 |
| repair buffers | 55 | 488 | 26.7 |
| well taps | 70 | 87.6 | 4.80 |
| multi-input cells | 118 | 822 | 45.1 |
metal layers:
layer | track usage, % | routed length, microns | vias to the layer above
met3 | 1.21 | 222 | 2
met1 | 11.2 | 1620 | 540
met4 | 1.27 | 40 | 0
met2 | 11.9 | 1520 | 36
met5 | 0 | 0 | -
li1 | - | - | 618
through the flow:
stage / setup slack (ns) / util (%)
final: 0.0571 / 35.0
after global routing: -0.0152 / 35.0
after CTS: 0.00992 / 34.5
after detailed placement: -0.273 / 33.3
after global placement: -0.295 / 33.3
after floorplan: 0.218 / -
power by group through the flow:
stage / combinational (uW) / clock, uW / sequential (uW)
after CTS: 251 / 286 / 368
after global routing: 284 / 318 / 371
final: 254 / 274 / 368
Power and IR drop assume default switching activity.
