[flow/run.sh]
#!/bin/bash
# OpenROAD 26Q1-2900-gdf79404cd8, Yosys 0.63+post, stock flow scripts
make -C /OpenROAD-flow-scripts/flow DESIGN_CONFIG=/design/flow/config.mk WORK_HOME=/design/flow/orfs finish
[flow/config.mk]
export PLATFORM = sky130hd
export DESIGN_NAME = RegisterBank
export DESIGN_NICKNAME = RegisterBank
export VERILOG_FILES = /design/flow/design.v
export SDC_FILE = /design/flow/constraint.sdc
export NUM_CORES = 4
export LEC_CHECK = 1
export CORE_UTILIZATION = 50
[flow/constraint.sdc]
current_design RegisterBank

set clk_period 11.5
set clk_io_pct 0.2

create_clock -name clk0 -period $clk_period [get_ports {autoclock}]
create_clock -name clk1 -period $clk_period [get_ports {clock}]

set non_clock_inputs [all_inputs -no_clocks]
set_input_delay [expr $clk_period * $clk_io_pct] -clock clk0 $non_clock_inputs
set_output_delay [expr $clk_period * $clk_io_pct] -clock clk0 [all_outputs]
[flow/design.v]
	module RegisterBank #(parameter DATA_WIDTH=32, parameter ADDR_WIDTH=32, TRACKS=2)
(Reg1, Reg2, WriteRegister, WriteData, RegWrite, ReadData1, ReadData2, ReadData3, clock, PC, Jal, rwc, pId, writepId, autoclock); 
	input [4:0] Reg1, Reg2, WriteRegister;
	input [(DATA_WIDTH-1):0] PC, pId, writepId;
	input signed [(DATA_WIDTH-1):0] WriteData;
	input RegWrite, clock, Jal, autoclock, rwc;
	output reg signed [(DATA_WIDTH-1):0] ReadData1, ReadData2, ReadData3;
	reg [(DATA_WIDTH-1):0]Registers[(TRACKS*ADDR_WIDTH-1):0];
	always @(posedge clock)
		begin
			if (RegWrite)
			begin
				if (Jal)
					Registers [writepId*ADDR_WIDTH + 31] <= PC + 1;
				else if( rwc )
					Registers [ADDR_WIDTH + WriteRegister] <= WriteData;
				else 
					Registers [writepId*ADDR_WIDTH + WriteRegister] <= WriteData;  
				Registers[0] <= 0;
				Registers[ADDR_WIDTH] <= 0;
			end
		end
		always@( posedge autoclock )
		begin
			ReadData1 <= Registers[pId*ADDR_WIDTH + Reg1];
			ReadData2 <= Registers[pId*ADDR_WIDTH + Reg2];
			ReadData3 <= Registers[ADDR_WIDTH + Reg2];
		end
endmodule 
==> results.json <==
{
  "post-dp-hpwl_um": 209000,
  "drc_errors": 0,
  "grt_first_pass_wirelength_um": 475000,
  "avgViaCountPerCell": 7.04,
  "post_synth_fa_ha_maj_area_fraction": 0.000130,
  "post_synth_cell_types": 56,
  "post-synth-top-area-cell": "edfxtp_1",
  "yosysSeqAreaShare": 0.654,
  "tns_ns": 0,
  "worst_setup_path_start_kind": "input port",
  "met3_length_um": 72900,
  "ys.flop_type": "edfxtp_1",
  "aoi_share": 0.0520,
  "post_cts.repair.setup_buffers": 0,
  "crit_start": "Reg1[3]",
  "fp_util": 0.504,
  "timing.max_cap.violations": 0,
  "yosys-mux-area-fraction": 0.242,
  "globalplace.congestion": 0.932,
  "clock_skew_ns": 0,
  "postSynthRegisterBits": 2144,
  "tightest_slew_ns": 1.02,
  "setup_repair_after_global_routing_missed_its_margin": "no",
  "num_vias": 55800,
  "core_region_area_mm2": 0.190,
  "fillerInstances": 13700,
  "synth.most_common_cell": "edfxtp_1",
  "yosys.area.top_type_share": 0.621,
  "grt_antenna_before_repair": 29,
  "comb_power_share": 0.093,
  "power_switching_mw": 4.28,
  "tritoncts": "done",
  "dp_slack_ns": 5.17,
  "synth.area.top_cells": "edfxtp_1 (62%), mux4_2 (23%), dfxtp_1 (3.3%)",
  "log.warning_count": 89,
  "placement.io_buffers": 180,
  "hold_path_startpoint": "Registers[32][31]",
  "worstPathMaxFanout": 17,
  "finalWirelength_um": 345000,
  "top_cell_types_by_occurrence_after_synthesis": "edfxtp_1 (1984), mux4_2 (991), a22oi_1 (265)",
  "tally_of_nets_with_antenna_violations_remaining_after_routing": 0,
  "timing.final.setup_violations": 0,
  "io_pins": 244,
  "row_count": 160,
  "clock_network_fraction_of_total_power": 0.416,
  "worst-setup-path-type": "in -> reg",
  "detail_route.wl_per_cell_um": 43.5,
  "ir_drop_v": 0.000145,
  "holdCritPathClass": "reg -> reg",
  "power.share.switching": 0.240,
  "worstPathRequired_ns": 11.84,
  "syn-instance-count": 4871,
  "hold_buffers": 0,
  "yosys_cells": 4871,
  "final_hold_viol_count": 0,
  "dr.first_iter.drc_count": 3850,
  "cts-resized-gates": 0,
  "grt_util_all_layers": 0.412,
  "highest_layer": "met5",
  "top_logic_kind": "multiplexers",
  "post_cts_clock_slew_at_the_launch_and_capture_registers_of_the_worst_setup_and_hold_paths_ns": 0.10,
  "die_height_um": 440,
  "p_per_area_mw_per_mm2": 162,
  "grt_max_degree": 83,
  "ys_sh_simple": 0.0278,
  "post_synth.cell_area_avg_um2": 19.7,
  "cts_num_sinks": 2144,
  "synth_area_mm2": 0.0959,
  "first_pass_iters": 7,
  "syn_to_final_growth_pct": 14.4,
  "first_global_vias": 61400,
  "leakage_nw": 33.8,
  "cp-end-kind": "register",
  "enable_flop_cells": 1984,
  "globalRoute.totalOverflow": 0,
  "rr_startpoint": "Registers[63][29]",
  "final_layout_size_suffix_gt1_frac": 0.335,
  "synthXorXnorAreaFrac": 0.00265,
  "slew_headroom": 0.320,
  "synth-warning-count": 1,
  "result_of_the_run": "complete, no violations",
  "share_seq_of_total_power": 0.491,
  "worst_setup_slack_final_ns": 5.54,
  "worst-endpoint-arrival_ns": 6.31,
  "cellInternalPower_mw": 13.5,
  "routed-wl-met2_um": 156000,
  "drt-met1-wl_um": 92900,
  "die-width_um": 440,
  "maxSlewViolCount": 0,
  "synth.yosys.chip_area_mm2": 0.0959,
  "chip_footprint_mm2": 0.194,
  "async_set_reset_flop_share_out_of_synthesis": 0
}
==> layout by cell type (no fill, tap or decap), drive strengths merged, types with 11 or more instances in the layout <==
cell              n
a22o             36
o22ai           132
xor2             18
a311oi           17
o221ai           16
nand2b           12
clkbuf          304
nor4             34
edfxtp         1984
o22a             14
or4              18
a211oi           30
mux2             26
bufinv           20
mux2i            62
dfxtp           160
a221oi           16
nor2            111
a21oi            91
buf             317
o41ai            16
nand4            19
nand2           103
diode            21
xnor2            11
nand3            41
nor2b           111
clkdlybuf4s50   169
clkinv           86
nor3             21
a22oi           265
inv              13
mux4            991
o21ai            51
==> flip-flops by register name, summed over array words and instances (netlist names) <==
name	cells
ReadData3	32
ReadData2	32
ReadData1	32
Registers	2048
==> power groups by stage <==
stage / clock (mW) / sequential (mW) / combinational, mW
5_1_grt: 7.76 / 8.74 / 1.72
6_report: 7.41 / 8.74 / 1.65
4_1_cts: 7.49 / 8.74 / 1.62
==> metrics by stage <==
step / util / hold WS [ns] / power (mW) / instance area (um^2) / cells
after floorplan: - / 0.451 / 9.74 / 95900 / 4871
after global placement: 0.537 / 0.463 / 10.5 / 102000 / 7482
after detailed placement: 0.537 / 0.469 / 10.5 / 102000 / 7482
after CTS: 0.576 / 0.480 / 17.8 / 110000 / 7903
after global routing: 0.576 / 0.490 / 18.2 / 110000 / 7913
final: 0.576 / 0.479 / 17.8 / 110000 / 7924
==> critical path, stage by stage <==
cell	delay, ns
clkdlybuf4s50_1	0.95
and2_4	0.53
buf_4	0.46
buf_4	0.47
a22oi_1	0.18
a21oi_1	0.78
or4_1	0.55
==> metal layers <==
metal,vias to the layer above,GRT usage
met5,-,0.104
met3,941,0.368
met1,28200,0.455
met4,63,0.183
li1,21900,-
met2,4720,0.551
==> kinds of logic after synthesis <==
| family | Yosys count |
|---|---|
| adders and majority gates | 1 |
| xor gates and xnor gates | 29 |
| AOI/OAI and AO/OA | 711 |
| DFF | 2144 |
| muxes | 1079 |
| buffers and inverters | 392 |
| and+or+nand+nor | 515 |
==> area by class of cell <==
class                   count  area (um^2)  area share
repair buffers            486         4180      0.0381
clock inverters           117         1160      0.0106
diodes                     21         52.6    0.000479
well taps                2511         3140      0.0286
inverters                   6         22.5    0.000205
clock buffers             304         6230      0.0568
multi-input cells        2335        32200       0.293
flip-flops and latches   2144        62800       0.572
==> worst paths after layout <==
kind	end	slack (ns)	cells past startpoint
hold reg to reg	Registers[32][31]	0.48	1
setup reg to reg	ReadData2[29]	8.52	4
max in group clk1	Registers[17][21]	6.19	6
min in group clk0	ReadData2[2]	1.17	3
hold / removal	Registers[32][31]	0.48	1
setup / recovery	ReadData1[21]	5.54	7
Power and IR drop assume default switching activity.
