$ cat design.v
module ALU (OPcode, op1, op2, result, shamt, zero, overflow_add, overflow_sub, clock);
	input [31:0] op1, op2;
	input clock;
	input [4:0] OPcode;
	input [4:0] shamt;
	output reg [31:0] result;
	wire [15:0] a, b; 
	wire [31:0] not_zero;
	output zero, overflow_add, overflow_sub;
	wire [31:0] value_add, value_sub;
	assign value_add = op1 + op2;
	assign value_sub = op1 - op2;
	assign overflow_add = (op1[31] == op2[31] && op1[31] != value_add[31]) ? 1'b1 : 1'b0;
	assign overflow_sub = (op1[31] != op2[31] && op1[31] != value_sub[31]) ? 1'b1 : 1'b0;
	assign not_zero = (op2 == 0) ? 1 : op2;
	assign a = {op1[15:0]};
	assign b = {op2[15:0]};
	always@(*)
		begin
			case (OPcode[4:0])
				5'b00000: result <= op1 + op2;  
				5'b00001: result <= op1 - op2;  
				5'b00010: result <= a * b;  
				5'b00011: result <= op1 / not_zero;  
				5'b00100: result <= ~op1;  
				5'b00101: result <= op1 & op2;  
				5'b00110: result <= op1 | op2;  
				5'b00111: result <= op1 ^ op2;  
				5'b01000: result <= op1 << shamt;  
				5'b01001: result <= op1 >> shamt;  
				5'b01010: result <= op1 < op2 ? 1 : 0;  
				5'b01011: result <= op1 > op2 ? 1 : 0;  
				5'b01100: result <= op1 == op2 ? 1: 0;  
				5'b01101: result <= op1 <= op2 ? 1 : 0;  
				5'b01110: result <= op1 >= op2 ? 1 : 0;  
				5'b01111: result <= op1 != op2 ? 1 : 0;  
				default: result <= 0;
			endcase
		end 
	assign zero = (result == 0);
endmodule 
$ cat run.sh
#!/bin/bash
# OpenROAD 26Q1-2900-gdf79404cd8, Yosys 0.63+post, stock flow scripts
make -C /OpenROAD-flow-scripts/flow DESIGN_CONFIG=/design/flow/config.mk WORK_HOME=/design/flow/orfs finish
$ cat config.mk
export PLATFORM = sky130hd
export DESIGN_NAME = ALU
export DESIGN_NICKNAME = ALU
export VERILOG_FILES = /design/flow/design.v
export SDC_FILE = /design/flow/constraint.sdc
export NUM_CORES = 4
export LEC_CHECK = 1
export CORE_UTILIZATION = 30
$ cat constraint.sdc
current_design ALU

set clk_period 244.8
set clk_io_pct 0.2

create_clock -name clk0 -period $clk_period

set non_clock_inputs [all_inputs -no_clocks]
set_input_delay [expr $clk_period * $clk_io_pct] -clock clk0 $non_clock_inputs
set_output_delay [expr $clk_period * $clk_io_pct] -clock clk0 [all_outputs]
==> flow_metrics.tcl <==
# collected from the flow reports
set metrics [dict create \
    status "finished clean" \
    worst_slack_ps 54570 \
    internal_power_w 0.000102 \
    syn_to_final_growth_pct 8.77 \
    rows 143 \
    placed_cell_area_um2 49800 \
    finalInstanceArea_um2 49800 \
    crit_top_cell "ha_1" \
    die_width_um 393 \
    clockBufferCount 0 \
    ys_cells 6552 \
    drtIter0Drc 3692 \
    tool_warnings 97 \
    routabilityCongestion 1.04 \
    drv_slew 0 \
    finalHoldViolCount 0 \
    top_cells_by_count "nor2_1 (735), ha_1 (711), nand2_1 (696)" \
    chipArea_um2 154000 \
    fillers 16300 \
    timing_worst_setup_path_type "input port to output port" \
    cpPeakStageDelay_ps 1020 \
    postSynthCellCount 6552 \
    top_layer "met5" \
    cts_resized 0 \
    top_cells_by_area "ha_1 (19%), fa_1 (8.6%), nor2_1 (6.0%), nand2_1 (5.7%), a21oi_1 (5.5%)" \
    setup_violations 0 \
    start_kind "input port" \
    synth_area_leader_cell "ha_1" \
    fp_util_pct 30.2 \
    global_route.overflow_total 0 \
    syn_area_um2 45800 \
    power_switching_share_pct 60.5 \
    wl_met2_um 91600 \
    tns_ps 0 \
    met1_length_um 92300 \
    yosysTopAreaCellShare_pct 19.4 \
    place_ws_ps 56260 \
    grt_start_max_net_pins 59 \
    slew_headroom_pct 18.3 \
    cts_setup_buffers 0 \
    fin_crit_ps 190230 \
    fmax_mhz 5.26 \
    wl_per_cell_um 24.6 \
    worst_slew_pin_slew_ps 1220 \
    gr-usage-all-layers_pct 27.5 \
    coreArea_um2 152000 \
    portBuffers 109 \
    design.seq.count 0 \
    hpwl_um 172000 \
    slowest_stage "nor3_1" \
    fin_crit_sh_pct 77.7 \
    cts_hold_buffers 0 \
    whs_ps 99120 \
    drive_gt1_share_pct 7.06 \
    io_pins 110 \
    grt_pass1_wl_um 312000 \
    drcViolationCount 0 \
    detail-route-antenna-nets 0 \
    grt_pass1_vias 47700 \
    dr_wl_met3_um 19400 \
    rsz0062_at_grt "false" \
    hold_class "input port to output port" \
    antenna_found_initial 8 \
    dieHeight_um 393 \
    power.leakage_nw 22.6 \
    maxCapViolCount 0 \
    ys_warn_count 1 \
    p_sw_w 0.000156 \
    avgSynthCellArea_um2 6.99 \
    ys_types 116 \
    vias 50200 \
    endpoint_kind "output port" \
    synth_seq_share_pct 0 \
    arrival_ps 141270 \
    cp.required_ps 195840 \
    regArea_um2 0 \
    routed_wl_um 211000 \
    power_w 0.000258 \
    p_per_area_nw_per_um2 5.17 \
    crit_fanout 42 \
    ys_chip_area_um2 45800 \
    ir_worst_vdd_mv 0.00896 \
    post_drt_via_cell_ratio 5.84 \
    top_cell "nor2_1" \
    drt-pass1-iter-count 8 \
]
kinds of logic (layout without fill, tap and decap cells):
| kind of cell | Yosys count | in the layout | synth area share, % |
|---|---|---|---|
| AND/OR/NAND/NOR | 2285 | 2285 | 23.4 |
| AND-OR/OR-AND | 1961 | 1961 | 28.6 |
| adder cells (fa/ha/maj) | 907 | 907 | 28.0 |
| buffers and inverters | 798 | 802 | 6.69 |
| XOR/XNOR | 424 | 424 | 8.12 |
| multiplexers | 177 | 177 | 5.25 |
| other | 0 | 8 | 0 |
layout by cell type (no fill, tap or decap), types with 22 or more instances in the layout:
cell / n
o211ai_1: 81
mux2_2: 67
or2_2: 31
nor2_1: 734
xor2_1: 157
buf_4: 200
a221oi_1: 31
o221ai_1: 30
nand2b_1: 71
o21bai_1: 53
o31ai_1: 47
and2_1: 40
mux4_2: 43
or3_1: 68
nor4_1: 38
nand4_1: 56
a221o_1: 22
clkdlybuf4s50_1: 104
a211o_1: 32
and3_1: 51
inv_1: 482
nor2b_1: 67
o21a_1: 126
xnor2_1: 266
o21ai_0: 340
nand3_1: 142
ha_1: 711
a21oi_1: 505
nand2_1: 696
and4_1: 36
a211oi_1: 54
fa_1: 196
mux2i_1: 65
a21o_1: 203
a21boi_0: 28
o22ai_1: 35
nor3_1: 157
a31oi_1: 92
metal layers:
metal / global-route usage (%) / up-vias
li1: - / 23700
met3: 6.59 / 325
met4: 8.43 / 10
met5: 0.925 / -
met2: 42.1 / 2002
met1: 38.0 / 24100
final timing paths:
check	to	slack (ps)	depth (start not counted)	startpoint
setup / recovery	zero	54570	329	op2[9]
hold / removal	overflow_add	99120	5	op1[31]
metrics by stage:
stage          util (%)  instances
6_report           32.8       8594
5_1_grt            32.8       8587
4_1_cts            32.8       8586
3_5_place_dp       32.8       8586
3_3_place_gp       32.8       8586
2_1_floorplan         -       6552
layout make-up:
type                            count  area (um^2)  share of cell area [%]
Antenna cell                        8         20.0                  0.0402
Inverter                          495         1860                    3.73
Multi-Input combinational cell   5754        42900                    86.0
Tap cell                         2030         2540                    5.10
Timing Repair Buffer              307         2560                    5.13
power by group through the flow:
stage / Combinational, W / Sequential (W) / Clock (W)
4_1_cts: 0.000255 / 0 / 0
5_1_grt: 0.000286 / 0 / 0.000000000000149
worst max-delay path, delay by kind of cell:
kind / cells / cell delay [ps]
fa+ha+maj: 31 / 10210
compound gates: 166 / 48330
simple gates: 87 / 22210
buf+inv: 38 / 9410
mux: 4 / 1130
xor+xnor: 3 / 620
Power is estimated from default activity; no workload was simulated.
